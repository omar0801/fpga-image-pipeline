===== design.v =====
module kernel_3x3(
    p0, p1, p2,  
    p3, p4, p5,  
    p6, p7, p8,  
    result  
);
    input [16:0] p0, p1, p2;  
    input [16:0] p3, p4, p5;  
    input [16:0] p6, p7, p8;  
    output reg [16:0] result;  
integer sum;
always @(*) begin
    sum = (p0 * 0) + (p1 * (-1)) + (p2 * 0) +
          (p3 * (-1)) + (p4 * 5) + (p5 * (-1)) +
          (p6 * 0) + (p7 * (-1)) + (p8 * 0);
    result = (sum < 0) ? 0 : (sum > 255 ? 255 : sum);
end
endmodule

===== run.sh =====
#!/bin/bash
# OpenROAD 26Q1-2900-gdf79404cd8, Yosys 0.63+post, stock flow scripts
make -C /OpenROAD-flow-scripts/flow DESIGN_CONFIG=/design/flow/config.mk WORK_HOME=/design/flow/orfs finish

===== config.mk =====
export PLATFORM = sky130hd
export DESIGN_NAME = kernel_3x3
export DESIGN_NICKNAME = kernel_3x3
export VERILOG_FILES = /design/flow/design.v
export SDC_FILE = /design/flow/constraint.sdc
export NUM_CORES = 4
export LEC_CHECK = 1
export CORE_UTILIZATION = 30

===== constraint.sdc =====
current_design kernel_3x3

set clk_period 18.9
set clk_io_pct 0.2

create_clock -name clk0 -period $clk_period

set non_clock_inputs [all_inputs -no_clocks]
set_input_delay [expr $clk_period * $clk_io_pct] -clock clk0 $non_clock_inputs
set_output_delay [expr $clk_period * $clk_io_pct] -clock clk0 [all_outputs]

==> GITHUB_STEP_SUMMARY <==
### Metrics collected by this job

| Metric | Value |
|---|---|
| Post-Syn Area | `0.0157 mm²` |
| Avg Cell Area, Syn | `roughly 10 µm²` |
| Share of the synthesized area in the top cell type | `57.8%` |
| Tmin final | `about 18 ns` |
| Dominant combinational family | `adder cells` |
| Chip Area | `0.0531 mm²` |
| Routed wire length | `31.8 mm` |
| Synth top cells by count | `587 x inv_1, 452 x fa_1, 210 x ha_1` |
| CP max FO | `9` |
| Vias in the first global route | `11000` |
| Post-CTS setup repair buffer count | `0` |
| Iter 0 DRT Violations | `approximately 240` |
| RePlAce Congestion | `0.891` |
| Max incr delay on CP | `0.71 ns` |
| Synth Instances | `1517` |
| # hold bufs at CTS | `0` |
| I/O Buffers | `93` |
| First-pass GRT wire length | `between 50 and 60 mm` |
| Initial antenna violation count | `1` |
| Critical path type | `in -> out` |
| Placed Instances | `2277` |
| Setup TNS | `0 ns` |
| Slew margin rel. | `47.3%` |
| RSZ-0062 raised after global routing | `no` |
| Mux frac, synth | `less than 1%` |
| DR DRC count | `0` |
| Tool Warnings | `111` |
| Fin cells | `2277` |
| Clkbuf count | `0` |
| Yosys warning total | `1` |
| Startpoint types | `input port` |
| Share of layout cells above drive strength 1 | `1.63%` |
| Rows | `83` |
| YS chip area | `0.0157 mm²` |
| Area grow syn2layout | `10.7%` |
| Cell area leaders | `fa_1 58%, ha_1 17%, inv_1 14%, a21oi_1 0.96%, xnor2_1 0.78%` |
| # Cells Yosys | `1517` |
| Max Fclk | `~0.056 GHz` |
| I/O pin count | `between 150 and 200` |
| Via count | `9565` |
| FP Core Util | `30.5%` |
| Drt first pass iters | `6` |
| Synth Seq Share | `0%` |
| FF+latch area | `0 µm²` |
| Core area | `0.0514 mm²` |
| Post-Synth Simple-Gate Area | `2.96%` |
| Global Route Usage Sum | `14.1%` |
| Slowest cell on crit path | `fa_1` |
| Final setup fails | `0` |
| CTS resizes | `0` |
| Slew Viols, Final | `0` |
| Grt total ovfl | `0` |
| Critical path arrival | `14.15 ns` |
| CP top delay family | `adder cells` |
| Final hold vios | `0` |
| DR vias/cell | `4.20` |
| CP required | `15.12 ns` |
| Die Y | `approximately 230 µm` |
| Crit share post-route | `94.9%` |
| Wire length per cell | `14.0 µm` |
| Status | `finished, final reports clean` |
| Worst path bufs/invs | `8` |
| Yosys cell types | `70` |
| Max cap viols | `0` |
| Detailed placement HPWL | `31.1 mm` |
| Area fraction in compound gates | `slightly below 6%` |
| Worst setup EP type | `output pin` |
| Slew @ Worst Pin | `0.768 ns` |
| HP Class | `in -> out` |
| Count leader, synth | `inv_1` |
| Yosys top cell by area | `fa_1` |
| Pin count of the biggest net entering global routing | `16` |
| Fill cells | `5091` |
| Fa+ha+maj area frac | `74.5%` |
| Antenna viol nets, final | `0` |
| Die X | `about 230 µm` |
| Xor/xnor share | `1.23%` |
| FF+latch count | `0` |
| ANT cells | `0` |
| Crit-path most repeated cell | `fa_1` |
## cell type report
type | instances | area [µm²] | share of cell area, %
Inverter | 587 | 2200 | 12.7
Multi-Input combinational cell | 912 | 13300 | 76.8
Tap cell | 680 | 851 | 4.91
Timing Repair Buffer | 98 | 968 | 5.58
## metrics by stage
| step | utilization [%] | setup WS [ns] | area, µm² | hold slack, ns |
|---|---|---|---|---|
| after floorplan | - | 2.81 | 15700 | 7.75 |
| after global placement | 33.7 | 0.948 | 17300 | 8.92 |
| after detailed placement | 33.7 | 0.934 | 17300 | 8.91 |
| after CTS | 33.7 | 0.890 | 17300 | 8.92 |
| after global routing | 33.7 | 0.312 | 17300 | 8.97 |
| final | 33.7 | 0.966 | 17300 | 8.89 |
## layout by cell type (no fill, tap or decap), types with 9 or more instances in the layout
master | Yosys | layout
nand2_1 | 19 | 19
o21ai_0 | 12 | 12
a21oi_1 | 30 | 30
xnor2_1 | 14 | 14
fa_1 | 452 | 452
ha_1 | 210 | 210
o21a_1 | 14 | 14
nor2_1 | 24 | 24
conb_1 | 1 | 9
clkdlybuf4s50_1 | 0 | 93
a21o_1 | 10 | 10
inv_1 | 587 | 587
## final timing paths
kind,startpoint,endpoint,slack [ns],cells after the start
setup / recovery,p1[2],result[6],0.97,28
hold / removal,p1[0],result[0],8.89,4
## per-layer routing
metal | vias up | part of all wire (%) | track usage (%) | wire (µm)
met3 | 8 | 6.3 | 3.63 | 2000
met1 | 4811 | 41 | 19.8 | 13000
met5 | - | 0.038 | 0 | 12
met2 | 187 | 52 | 23.9 | 16700
li1 | 4557 | - | - | -
met4 | 2 | 0.44 | 0.497 | 140
## logic make-up after synthesis
kind of cell             Yosys count
AND/OR/NAND/NOR                   89
other                              1
buffers and inverters            613
AND-OR/OR-AND                    127
multiplexers                       3
XOR/XNOR                          22
adder cells (fa/ha/maj)          662
